File: run.sh
#!/bin/bash
# OpenROAD 26Q1-2900-gdf79404cd8, Yosys 0.63+post, stock flow scripts
make -C /OpenROAD-flow-scripts/flow DESIGN_CONFIG=/design/flow/config.mk WORK_HOME=/design/flow/orfs finish
File: config.mk
export PLATFORM = sky130hd
export DESIGN_NAME = addN
export DESIGN_NICKNAME = addN
export VERILOG_FILES = /design/flow/design.v
export SDC_FILE = /design/flow/constraint.sdc
export NUM_CORES = 4
export LEC_CHECK = 1
export CORE_AREA = 10 10 70 70
export DIE_AREA = 0 0 80 80
File: constraint.sdc
current_design addN

set clk_period 3.7
set clk_io_pct 0.2

create_clock -name clk0 -period $clk_period

set non_clock_inputs [all_inputs -no_clocks]
set_input_delay [expr $clk_period * $clk_io_pct] -clock clk0 $non_clock_inputs
set_output_delay [expr $clk_period * $clk_io_pct] -clock clk0 [all_outputs]
File: design.v
module D_FF (Q, d, reset, clk);
	output Q;
	input d, reset, clk;
	reg Q;  
	always @(posedge clk or posedge reset)
	if (reset)
		Q = 0;  
	else
		Q = d;  
endmodule
module addN #(parameter N=4) (OF, CF, S, sub, A, B);
  output logic OF, CF;
  output logic [N-1:0] S;
  input logic sub;
  input logic [N-1:0] A, B;
  logic [N-1:0] D;  
  always_comb begin
    D = B ^ {N{sub}};  
    {CF, S} = A + D + sub;
    OF = (~S[N-1] & A[N-1] & D[N-1]) |
    (S[N-1] & ~A[N-1] & ~D[N-1]);
  end
  endmodule  
==> flow_summary.ini <==
; flow metrics
[synthesis]
post_synth_num_cell_types = 10
synth.cellmix.simpleShare = 0.0530
postSynthSeqShare = 0
synth_adder_area_share = 0.305
post_synthesis_cell_type_with_the_largest_combined_area = sky130_fd_sc_hd__xor2_1
mux_area_frac = 0.132
logic_family = adder cells
yosys_warnings = 1
synth-compound-area-share = 0.232
avgSynthCellArea_um2 = 10.5
post_synth_instance_area_um2 = 189
netlist_top_cells_area = sky130_fd_sc_hd__xor2_1 23%, sky130_fd_sc_hd__ha_1 20%, sky130_fd_sc_hd__a21o_1 12%
post_synth_xor_area_fraction = 0.278
top_cell_area_share = 0.232
syn-instance-count = 18
yosys-stat-cells = 18
synth_chip_area_um2 = 189

[setup_path]
crit_path_max_fanout = 2
end_kind = output pin
worst_ep_required_time_ps = 2960
criticalPathCategory = input pin to output pin
kind_of_start_point_of_the_critical_path = input pin
critical-path-top-cell-by-count = sky130_fd_sc_hd__clkdlybuf4s50_1
timing.critical_path.cells = clkdlybuf4s50_1 > xor2_1 > ha_1 > a21o_1 > a31oi_4 > xnor2_2 > mux2i_1 > clkdlybuf4s50_1
worst-endpoint-arrival_ps = 2800
cpMaxStageDelayCell = sky130_fd_sc_hd__clkdlybuf4s50_1
cp_slowest_stage_delay_ps = 480

[placement]
place.port_buffers = 15
gp_routability_congestion = 0.744
dpl_worst_slack_ps = 3.64

[sta]
min_period_ps = 3540
maxSlewHeadroom = 0.845
final_critical_path_setup_slack_ps = 165
hold_viol_final = 0
max_freq_ghz = 0.283
finalSetupViolCount = 0
drv_slew = 0
period_used_share = 0.955
worst-slew-pin-transition_ps = 232
setup_tns_ps = 0
grt_setup_unrepaired = no

[grt]
all_layer_global_routing_usage = 0.0180
number_of_global_route_vias_before_repair = 211
grt_antenna_before_repair = 0
grt_max_degree = 5
global_route_wire_length_before_repair_um = 945
globalRoute.totalOverflow = 0

[power]
powerDensity_nw_per_um2 = 191
vdd_ir_drop_max_mv = 0.0514
power.leakage_uw = 0.000184

[detailed_routing]
routedWlPerCell_um = 7.68
drt-initial-drc-count = 0
final_antenna_net_count = 0
drt_first_pass_iters = 1
detail_route.vias_per_cell = 2.26
drc = 0
wl_final_um = 622
detailroute.via_count = 183
number_of_diodes = 0

[final_layout]
flow.area_growth_from_synthesis_pct = 127
logic_cell_area_um2 = 204
sequential_cell_total = 0
layout-drive-gt1-share = 0.200
nClkBuffers = 0
sequential_cell_area_um2 = 0
mostFrequentLayoutCell = sky130_fd_sc_hd__clkdlybuf4s50_1
layout_top_cells_excl_fill_tap = 14 x sky130_fd_sc_hd__clkdlybuf4s50_1, 4 x sky130_fd_sc_hd__xor2_1, 3 x sky130_fd_sc_hd__a21o_1, 3 x sky130_fd_sc_hd__ha_1, 2 x sky130_fd_sc_hd__buf_4
fillerInstances = 397

[floorplan]
chip_area_um2 = 6400
die_width_um = 80
rows = 21
core_region_area_um2 = 3420
floorplan.core_util = 0.0553
pin_count = 15
die_y_um = 80

[flow_run]
tool_warnings = 32
maxCapViolations = 0

[clocking]
post_cts_buffers = 0
cts.hold.buffers_added = 0

[status]
result_of_the_run = finished clean

[hold_path]
hold_class = input pin to output pin
## final timing paths
path,startpoint,end,slack [ps],cells past startpoint
setup / recovery,B[2],OF,160,8
hold / removal,sub,OF,2450,6
## synthesized netlist by cell type
master and instances:
sky130_fd_sc_hd__a21o_1 3, sky130_fd_sc_hd__a31oi_4 1, sky130_fd_sc_hd__fa_1 1, sky130_fd_sc_hd__ha_1 3, sky130_fd_sc_hd__mux2_4 1, sky130_fd_sc_hd__mux2i_1 1
sky130_fd_sc_hd__nand2_1 1, sky130_fd_sc_hd__or2_2 1, sky130_fd_sc_hd__xnor2_1 1, sky130_fd_sc_hd__xor2_1 5
## logic make-up (layout without fill, tap and decap cells)
kind of cell / Yosys count / count (layout)
adders and majority gates: 4 / 4
AOI/OAI and AO/OA: 4 / 4
xor gates and xnor gates: 6 / 6
and+or+nand+nor: 2 / 2
muxes: 2 / 2
buffers and inverters: 0 / 17
## per-layer routing
metal / vias up / global-route usage / share of wire
li1: 97 / - / -
met3: 0 / 0.00909 / 0.13
met4: 0 / 0 / 0
met2: 10 / 0.0257 / 0.35
met1: 76 / 0.0251 / 0.52
met5: - / 0 / 0
## repair_timing
action / 4_1_cts / 5_1_grt
endpoints found under the hold margin: 0 / 0
setup endpoints to repair: 0 / 1
resized: 0 / 3
## cell type report
class,instances,area share
Tap cell,46,0.134
Multi-Input combinational cell,18,0.475
Timing Repair Buffer,17,0.391
## power breakdown
part	leakage (uW)	switching, uW	internal (uW)
registers	0	0	0
logic	0.000184	26.5	55.4
clock network	0	0	0
total	0.000184	26.5	55.4
## per-stage QoR
step	utilization	total power, uW	instances	instance area, um^2	hold slack, ps
floorplan	-	30.6	18	189	1510
global placement	0.121	78.9	81	412	2450
detailed placement	0.121	80.0	81	412	2450
CTS	0.121	80.3	81	412	2460
global route	0.126	90.4	81	429	2480
finish	0.126	81.9	81	429	2450
## critical path, delay by kind of cell
kind | cells | cell delay, ps
XOR/XNOR | 2 | 290
adder cells (fa/ha/maj) | 1 | 260
AND-OR/OR-AND | 2 | 350
multiplexers | 1 | 200
buffers and inverters | 2 | 950
Power is estimated from default activity; no workload was simulated.
