File: config.mk
export PLATFORM = sky130hd
export DESIGN_NAME = gap
export DESIGN_NICKNAME = gap
export VERILOG_FILES = /design/flow/design.v
export SDC_FILE = /design/flow/constraint.sdc
export NUM_CORES = 4
export LEC_CHECK = 1
export CORE_AREA = 10 10 70 70
export DIE_AREA = 0 0 80 80
File: constraint.sdc
current_design gap

set clk_period 1.0
set clk_io_pct 0.2

create_clock -name clk0 -period $clk_period [get_ports {clock}]

set non_clock_inputs [all_inputs -no_clocks]
set_input_delay [expr $clk_period * $clk_io_pct] -clock clk0 $non_clock_inputs
set_output_delay [expr $clk_period * $clk_io_pct] -clock clk0 [all_outputs]
File: design.v
module gap(clock, reset, height, size);
  input logic clock, reset;
  output logic [2:0] size, height;
	LFSR_3bit random_top(.clock(clock), .reset(reset), .Out(size));
	LFSR_3bit random_size(.clock(clock), .reset(reset), .Out(height));
endmodule
module LFSR_3bit(clock, reset, Out);
	input clock, reset;
	output [2:0] Out;
	reg [2:0] PS, NS;
	reg T;
	always @(*) begin
		T = ~(PS[2] ^ PS[1]);
		NS = {PS[1:0], T};
	end
	assign Out = PS;
	always_ff @(posedge clock)
		if (reset)
			PS <= 3'b000;
		else 
			PS <= NS;
endmodule
File: run.sh
#!/bin/bash
# OpenROAD 26Q1-2900-gdf79404cd8, Yosys 0.63+post, stock flow scripts
make -C /OpenROAD-flow-scripts/flow DESIGN_CONFIG=/design/flow/config.mk WORK_HOME=/design/flow/orfs finish
==> flow_metrics.env <==
# yosys + openroad results
export IMPL_cts_root_buf="sky130_fd_sc_hd__clkbuf_4"
export IMPL_cp_startpoint="random_size.PS[1]"
export IMPL_holdCritPathClass="reg2reg"
export IMPL_worst_slew_margin_rel_pct=82.7
export IMPL_drt_first_iter_violations=0
export IMPL_die_area_um2=6400
export IMPL_critPathMaxStageDelay_ps=330
export IMPL_syn_instance_count=14
export IMPL_cts_buffer_depth=2
export IMPL_yosys_warnings=1
export IMPL_synthesis_area_per_instance_um2=12.3
export IMPL_r2r_setup_slack_ps=130
export IMPL_grt_antenna_before_repair=0
export IMPL_syn_area_um2=173
export IMPL_p_leak_uw=0.000151
export IMPL_path_clk_slew_ps=50
export IMPL_reg2reg_to="random_top.PS[0]"
export IMPL_die_x_um=80
export IMPL_cts_buffers_inserted=3
export IMPL_yosys_top_cells_area="sky130_fd_sc_hd__dfxtp_1 70%, sky130_fd_sc_hd__nor2b_1 11%, sky130_fd_sc_hd__xor2_1 10%, sky130_fd_sc_hd__nor2b_2 5.1%, sky130_fd_sc_hd__nor2_1 4.3%"
export IMPL_grt_pass1_vias=173
export IMPL_period_used_pct=93.5
export IMPL_post_layout_minimum_cycle_time_ps=935
export IMPL_synth_cell_type_count=5
export IMPL_groute_usage_overall_pct=1.79
export IMPL_setup_repair_after_global_routing_missed_its_margin="no"
export IMPL_hold_end="random_size.PS[1]"
export IMPL_wl_um=506
export IMPL_netlist_top_cell_by_area="sky130_fd_sc_hd__dfxtp_1"
export IMPL_fillerInstances=402
export IMPL_cp_start_kind="register"
export IMPL_port_buffer_count=7
export IMPL_leftover_overflow_at_the_end_of_global_routing=0
export IMPL_worst_r2r_startpoint="random_top.PS[2]"
export IMPL_fp_coreArea_um2=3420
export IMPL_path_max_fanout=2
export IMPL_worst_hold_startpoint="random_size.PS[0]"
export IMPL_postPlaceCellArea_um2=323
export IMPL_critPathRequiredTime_ps=800
export IMPL_postSynthSeqShare_pct=69.6
export IMPL_pin_count=8
export IMPL_ys_cells=14
export IMPL_cts_tree="done"
export IMPL_floorplan_rows=21
export IMPL_warning_count=25
export IMPL_worstSkewPairLatency_ps=240
export IMPL_worst_hold_path_num_cells=1
export IMPL_floorplan_core_util_pct=5.05
export IMPL_final_hold_worst_slack_ps=470
export IMPL_dpl_wire_length_um=347
export IMPL_timing_final_setup_violations=0
export IMPL_timing_fmax_ghz=1.07
export IMPL_worst_slew_pin_slew_ps=259
export IMPL_slew_violations=0
export IMPL_cp_top_family="flip-flops"
export IMPL_wire_length_of_the_first_global_routing_pass_um=828
export IMPL_worst_setup_path_end_kind="output port"
export IMPL_layout_setup_ws_ps=65.3
export IMPL_post_route_cell_area_um2=368
export IMPL_pre_cts_ws_ps=-44.8
export IMPL_routed_via_density=1.99
export IMPL_detail_route_antenna_nets=0
export IMPL_critPathArrivalTime_ps=730
export IMPL_max_cap_violations=0
export IMPL_clock_skew_ps=0.0734
export IMPL_avgRoutedWirePerCell_um=6.75
export IMPL_path_buffers=1
export IMPL_powerDensity_nw_per_um2=1490
export IMPL_vias=149
export IMPL_areaGrowthSynthToFinish_pct=113
export IMPL_diodes=0
export IMPL_ys_flops=6
export IMPL_layout_drive_gt1_share_pct=51.7
export IMPL_run_status="completed"
export IMPL_crit_slowest_cell="sky130_fd_sc_hd__dfxtp_2"
export IMPL_remaining_drc_errors=0
export IMPL_pin_count_of_the_biggest_net_entering_global_routing=7
export IMPL_ys_chip_area_um2=173
export IMPL_clock_tree_htree_level_count=1
export IMPL_critical_path_cell_chain="clkdlybuf4s15_1"
export IMPL_synth_top_area_share_pct=69.6
export IMPL_worst_reg2reg_path_depth=4
export IMPL_die_height_um=80
export IMPL_hold_viol=0
export IMPL_cts_sinks=6
export IMPL_peakVddDrop_mv=0.689
export IMPL_critPathKind="reg2out"
export IMPL_finalWeightedCongestion=0.635
export IMPL_finalPower_uw=547
export IMPL_first_pass_iters=1
==> state kept, by name, indices dropped and copies added, names as in the netlist <==
register	flops
random_size.PS	3
random_top.PS	3
==> metal layers <==
metal | vias to the layer above | GRT usage (%) | part of all wire [%]
li1 | 73 | - | -
met1 | 66 | 1.93 | 48
met5 | - | 0 | 0
met2 | 10 | 2.09 | 31
met4 | 0 | 0.352 | 0
met3 | 0 | 2.27 | 21
==> worst max-delay path by stage <==
stage	end	slack [ps]	cells after the start
6_report	height[1]	70	1
5_1_grt	height[0]	8	1
4_1_cts	height[1]	2	1
==> per-stage QoR <==
| stage | TNS, ps | utilization (%) | cells |
|---|---|---|---|
| 5_1_grt | 0 | 10.8 | 75 |
| 3_5_place_dp | -207 | 9.45 | 70 |
| 2_1_floorplan | 0 | - | 14 |
| 4_1_cts | 0 | 10.5 | 75 |
| 6_report | 0 | 10.8 | 75 |
| 3_3_place_gp | -74.9 | 9.45 | 70 |
==> power by group <==
group          internal (uW)  total, uW  switching, uW  leakage, uW
registers                260        268           8.05    0.0000515
logic                   44.0       62.5           18.4    0.0000858
clock network            135        216           81.2    0.0000138
==> timing repair <==
item                                    4_1_cts  5_1_grt
endpoints found under the setup margin        6        6
setup buffers                                 2        0
resized                                      12        6
hold endpoints to repair                      0        0
hold buffers                                  0        0
==> placed cells by master (no fill, tap or decap) <==
cell type	n
sky130_fd_sc_hd__clkdlybuf4s15_1	6
sky130_fd_sc_hd__dfxtp_2	6
sky130_fd_sc_hd__buf_4	5
sky130_fd_sc_hd__nor2b_1	3
sky130_fd_sc_hd__clkbuf_4	3
sky130_fd_sc_hd__xor2_1	2
sky130_fd_sc_hd__nor2_1	2
sky130_fd_sc_hd__nor2b_2	1
sky130_fd_sc_hd__clkdlybuf4s50_1	1
==> area by class of cell <==
cell class              instances  area (um^2)  share of cell area [%]
flip-flops and latches          6          128                    34.7
repair buffers                 12          108                    29.3
well taps                      46         57.6                    15.6
multi-input cells               8         52.6                    14.3
clock buffers                   3         22.5                    6.12
==> synthesized netlist by cell type <==
cell,n
sky130_fd_sc_hd__nor2b_2,1
sky130_fd_sc_hd__xor2_1,2
sky130_fd_sc_hd__dfxtp_1,6
sky130_fd_sc_hd__nor2_1,2
sky130_fd_sc_hd__nor2b_1,3
==> cells by family after synthesis <==
kind of cell | Yosys count | synth area share [%]
flip-flops | 6 | 69.6
XOR/XNOR | 2 | 10.1
AND/OR/NAND/NOR | 6 | 20.3
No activity file was given, so power comes from the tool's default toggle rates.
